### /design/flow/design.v
  module counter_shapes(input logic clk, reset, menuScreen, playerWon, playerLost, reset_obj_count,
						output logic [9:0] obj_position_counter, 
						output logic [10:0] game_time); 
    always_ff @ (posedge clk, posedge reset) begin
	   if(reset) begin  
		  obj_position_counter <= 10'd0;
		  game_time <= 11'd0;
		end
		else if(menuScreen == 1 | playerWon == 1 | playerLost == 1) begin
		  obj_position_counter <= 10'd0;
		  game_time <= 11'd0;
		end
		else begin
		  if(obj_position_counter >= 10'd680 | reset_obj_count) obj_position_counter <= 10'd0;
		  else obj_position_counter <= obj_position_counter + 10'd5;
		  game_time <= game_time + 11'd1;  
		end
    end
  endmodule
### /design/flow/run.sh
#!/bin/bash
# OpenROAD 26Q1-2900-gdf79404cd8, Yosys 0.63+post, stock flow scripts
make -C /OpenROAD-flow-scripts/flow DESIGN_CONFIG=/design/flow/config.mk WORK_HOME=/design/flow/orfs finish
### /design/flow/config.mk
export PLATFORM = sky130hd
export DESIGN_NAME = counter_shapes
export DESIGN_NICKNAME = counter_shapes
export VERILOG_FILES = /design/flow/design.v
export SDC_FILE = /design/flow/constraint.sdc
export NUM_CORES = 4
export LEC_CHECK = 1
export CORE_AREA = 10 10 85 85
export DIE_AREA = 0 0 95 95
### /design/flow/constraint.sdc
current_design counter_shapes

set clk_period 2.3
set clk_io_pct 0.2

create_clock -name clk0 -period $clk_period [get_ports {clk}]

set non_clock_inputs [all_inputs -no_clocks]
set_input_delay [expr $clk_period * $clk_io_pct] -clock clk0 $non_clock_inputs
set_output_delay [expr $clk_period * $clk_io_pct] -clock clk0 [all_outputs]
==> Slide: Implementation Results <==
Key Metrics from the Run

Floorplanning
  • # rows: 27
  • IO Pins: 27
  • Die Area: 0.00903 mm²
  • Pre-Place Util: 0.190
  • Die Span Y: 95 µm
  • Core Region: 0.00547 mm²
  • Die X: 95 µm

Clock network
  • Htree depth: 1
  • CTS tree: yes
  • CTS resizes: 0
  • Clock Path Buffers: 2
  • Post-CTS setup buffer count: 0
  • CTS Buf Count: 3
  • Clock slew at reported path FFs: 0.08 ns
  • Root Buffer: clkbuf_8
  • Hold-fix buffers, CTS: 0
  • Late-Pin Clk Latency: 0.26 ns
  • Sink Count: 21

Critical path
  • Crit Path Category: flip-flop to output port
  • Crit path launch type: flip-flop
  • Req. time, crit path: 1.84 ns
  • WP depth: 1
  • Worst r2r path cells: 4
  • Setup crit end kind: output port
  • Slowest cell on crit path: clkdlybuf4s50_1
  • Crit path arrival time: 1.31 ns
  • Critical path cell sequence: clkdlybuf4s50_1
  • Top delay family on crit path: buffers and inverters
  • Buf+Inv Stages, Crit Path: 1
  • Crit-path max cell delay: 0.54 ns
  • Critical Path Fanout Max: 7

Logic synthesis
  • Yosys warnings: 1
  • Synth Area per Inst: 10.3 µm²
  • Post-synthesis sequential area ratio: 0.505
  • Yosys stat chip area: 0.00104 mm²
  • Cell variety after synth: 29
  • Syn Inst Count: 101
  • Cell area after synthesis: 0.00104 mm²
  • # Cells Yosys: 101
  • Synth flops: 21

Layout
  • Share of cells above drive strength 1: 0.0687
  • Area Growth Syn to Fin: 38.7%

Power and ir drop
  • Peak supply drop: 0.268 mV
  • Leak pwr: 0.000554 µW
  • Pwr Total: 644 µW
  • Power Dens Cells: 446 mW/mm²

STA
  • Achievable Freq: 0.566 GHz
  • Worst-Margin Slew: 0.721 ns
  • Final period util: 0.768
  • Setup violators final: 0
  • Max Clock Skew: 0.00569 ns
  • RSZ-0062 raised after global routing: false
  • Final worst path period need: 1.77 ns
  • Final hold vios: 0
  • Final setup TNS: 0 ns
  • Slew margin rel.: 0.518
  • Final-report max-slew violation count: 0

Route
  • Per-cell routed wire length: 12.7 µm
  • Top sig layer: met3
  • Pre-antenna DRT Iters: 4
  • Antenna-violating nets left: 0
  • Diode count: 0
  • Total routed wirelength: 2590 µm
  • Vias per Instance: 4.34
  • Routed met3 length: 344 µm
  • WL met1: 1110 µm
  • Initial DRC Count: 47
  • Vias: 882
  • # DRC: 0
  • Met2 wire len: 1140 µm

GRT
  • Gr ovfl total: 0
  • Number of global-route vias before repair: 855
  • Antenna violations before repair: 0
  • Gr usage total: 0.0597
  • First-pass GRT wire length: 4350 µm
  • Largest net degree at the start of global routing: 22

Job
  • Max-cap check violation count: 0
  • Tool warnings: 27

Outcome
  • Status: completed

Placement
  • Number of port buffers: 26
  • GPL Wtd Cong: 0.785
  • Detailed placer's ending HPWL: 1900 µm

Min path
  • Hold WC Path Type: input pin to asynchronous set/reset pin
## worst reg2reg max path, delay by kind of cell, from the launching register on
kind                     cells  cell delay [ns]
AND-OR/OR-AND                1             0.14
adder cells (fa/ha/maj)      1             0.29
buffers and inverters        1             0.10
AND/OR/NAND/NOR              1             0.52
flip-flops                   1             0.42
## metal layers
layer,vias to the layer above,global-route usage
met5,-,0
met4,0,0.00249
met3,0,0.0345
met2,29,0.0852
met1,417,0.0812
li1,436,-
## logic make-up (layout without fill, tap and decap cells)
family                   after synthesis  after routing  synth area share
XOR/XNOR                               7              7            0.0589
buffers and inverters                  7             37            0.0264
AND/OR/NAND/NOR                       38             38             0.226
multiplexers                           1              1           0.00962
flip-flops                            21             21             0.505
AND-OR/OR-AND                         24             24             0.138
adder cells (fa/ha/maj)                3              3            0.0361
## worst paths after layout
kind | from | end | slack (ns)
setup / recovery | game_time[2] | game_time[2] | 0.53
hold / removal | reset | obj_position_counter[5] | 0.52
setup reg to reg | game_time[0] | game_time[10] | 0.77
hold reg to reg | game_time[0] | game_time[0] | 0.53
max in group asynchronous | reset | game_time[1] | 1.56
min in group clk0 | game_time[0] | game_time[0] | 0.53
## layout by cell type, fill, tap and decap left out, types with 5 or more instances in the layout
cell type,Yosys,layout
clkdlybuf4s50_1,0,26
dfrtp_1,21,21
a21oi_1,8,8
o21ai_0,7,7
nor3_1,6,6
xor2_1,6,6
nand3_1,6,6
inv_1,5,5
or3_1,5,5
## state kept, by name (all words and copies together) (netlist names)
| name | count |
|---|---|
| game_time | 11 |
| obj_position_counter | 10 |
## synthesized netlist by cell type, drive strengths merged
library cell	count	area [µm²]
o2111ai	1	8.76
dfrtp	21	526
nand3	6	30.0
nor2	4	15.0
and2	1	6.26
or2b	1	7.51
o31ai	3	22.5
nor3b	1	7.51
xor2	6	52.6
a21oi	8	40.0
a21boi	1	7.51
a211oi	3	22.5
buf	1	5.00
o211ai	1	7.51
nor3	6	30.0
inv	5	18.8
or3	5	31.3
and4	1	10.0
or4	4	30.0
nand2b	1	6.26
xnor2	1	8.76
o21ai	7	35.0
ha	3	37.5
nand2	4	15.0
nand4	4	46.3
mux2i	1	10.0
clkbuf	1	3.75
## metrics by stage
stage / cell area (µm²) / util / hold WS (ns) / setup slack, ns / instances
floorplan: 1040 / - / 0.437 / 0.887 / 101
global placement: 1400 / 0.255 / 0.518 / 0.425 / 199
detailed placement: 1400 / 0.255 / 0.505 / 0.399 / 199
CTS: 1440 / 0.264 / 0.518 / 0.525 / 203
global route: 1440 / 0.264 / 0.525 / 0.464 / 203
finish: 1440 / 0.264 / 0.524 / 0.534 / 203
## power by group
part | leakage [µW] | internal (µW) | switching (µW)
sequential | 0.000293 | 371 | 2.92
clock | 0.0000255 | 121 | 120
combinational | 0.000236 | 15.1 | 14.9
total | 0.000554 | 506 | 137
## cell type report
class | instances | area, µm²
clock buffers | 3 | 41.3
clock inverters | 1 | 5.00
fillers | 590 | 4030
inverters | 5 | 18.8
multi-input cells | 73 | 488
flip-flops and latches | 21 | 526
well taps | 72 | 90.1
repair buffers | 28 | 275
Power is estimated from default activity; no workload was simulated.
