$ cat flow/config.mk
export PLATFORM = sky130hd
export DESIGN_NAME = jump_logic
export DESIGN_NICKNAME = jump_logic
export VERILOG_FILES = /design/flow/design.v
export SDC_FILE = /design/flow/constraint.sdc
export NUM_CORES = 4
export LEC_CHECK = 1
export CORE_AREA = 10 10 84 84
export DIE_AREA = 0 0 94 94
$ cat flow/constraint.sdc
current_design jump_logic

set clk_period 4.8
set clk_io_pct 0.2

create_clock -name clk0 -period $clk_period [get_ports {clk}]

set non_clock_inputs [all_inputs -no_clocks]
set_input_delay [expr $clk_period * $clk_io_pct] -clock clk0 $non_clock_inputs
set_output_delay [expr $clk_period * $clk_io_pct] -clock clk0 [all_outputs]
$ cat flow/design.v
	module jump_logic(input  logic clk, reset, en, fallingSq,
					  output logic [9:0] out);
		logic stop;
		jumpDelay jD(clk, reset, enCount, fallingSq, out, stop);
		jumpFSM jFSM(clk, reset, en, stop, enCount);	
	endmodule
  module jumpDelay(input  logic clk, reset, enCount, fallingSq,
				   output logic [9:0] out,
				   output logic stop);
	logic done;
	always_ff @ (posedge clk, posedge reset) begin
		if(reset) begin
			out <= 10'd0;
			stop <= 1'b0;
		end
		else if(fallingSq) begin
			out <= out - 10'd20;
		end
		else if(enCount == 1 & ~reset) begin
			if(done == 0) begin
				out <= out + 10'd7;
				stop <= 1'b0;
				if(out == 10'd112) done = 1'b1;
				else done = 1'b0;
			end
			else if(done == 1'b1) begin
				out <= out - 10'd7;
				if(out == 10'd0) begin
					stop <= 1'b1;
					done <= 1'b0;
				end
				else begin
					stop <= 1'b0;
					done <= 1'b1;
				end
			end
		end
		else out <= 0;
    end
  endmodule
  module jumpFSM(input  logic clk, reset, en, stop,
				 output logic enCount);
    typedef enum logic {S0, S1} statetype; 
    statetype state, ns;
    always_ff @ (posedge clk, posedge reset) begin
      if(reset) state <= S0;
	   else state <= ns;
    end
    always_comb
      case(state)
	     S0: begin
		    if(en) ns = S1;  
		    else ns = S0;  
	     end
		  S1: begin
		    if(stop == 1) ns = S0;
		    else ns = S1;
		  end
		  default: ns = S0;
    endcase
    assign enCount = (state == S1);
  endmodule
$ cat flow/run.sh
#!/bin/bash
# OpenROAD 26Q1-2900-gdf79404cd8, Yosys 0.63+post, stock flow scripts
make -C /OpenROAD-flow-scripts/flow DESIGN_CONFIG=/design/flow/config.mk WORK_HOME=/design/flow/orfs finish
==> GITHUB_STEP_SUMMARY <==
### Yosys + OpenROAD results

| Metric | Value |
|---|---|
| Core outline area | `0.00520 mm2` |
| Hold/Removal Path Class | `flop to flop` |
| Synth Warn # | `3` |
| Total grt overflow | `0` |
| Clk buf depth | `2` |
| Setup repair after global routing missed its margin | `no` |
| Via count of the first global-routing pass | `840` |
| Count of hold buffers inserted by post-cts repair | `0` |
| End point of the critical path | `jD.out[4]$_DFF_PP0_` |
| Post-synth area from yosys stat | `961 um2` |
| Area of the mapped netlist | `961 um2` |
| Routed wire length per instance | `12.4 um` |
| Clock-pin transition on the worst setup and hold timing paths | `0.05 ns` |
| Category of the most critical setup path | `input pin to flop` |
| Cell chosen for the clock root | `clkbuf_8` |
| Depth of the most critical reg-to-reg path | `7` |
| Chip area | `0.00884 mm2` |
| Share of flip-flops with an asynchronous set or reset | `0.923` |
| Largest net degree at the start of global routing | `14` |
| Die Height | `94 um` |
| Element type at the critical path end | `flop` |
| Cell count after synthesis | `106` |
| Flops & latches, synth | `13` |
| Setup clock skew after layout | `0.00363 ns` |
| Power after layout | `0.000749 W` |
| Top cells excl fill/tap | `clkdlybuf4s50_1 (13), o21ai_0 (12), dfrtp_1 (12)` |
| Static power due to leakage | `0.497 nW` |
| Reg-to-reg critical path startpoint | `jD.done$_DFFE_PP_` |
| First drt pass iteration count | `4` |
| Data arrival time of the critical path | `2.57 ns` |
| Total wire length | `2400 um` |
| Tally of OpenROAD warnings | `25` |
| Layout overhead on the synthesized area | `27.3%` |
| Share of the clock period used by the worst path | `0.502` |
| Setup TNS | `0 ns` |
| Worst vdd ir | `0.000136 V` |
| DRC viols | `0` |
| Count of final max-slew check failures | `0` |
| Launching element type of the critical path | `input pin` |
| Number of buffers inserted by post-CTS setup repair | `0` |
| Time the worst path needs with I/O delays and setup | `2.41 ns` |
| Worst flop-to-flop path endpoint | `jD.out[8]$_DFF_PP0_` |
| Number of buffers added by the clock tree synthesis step | `3` |
| FP Rows | `26` |
| Top-Level Pins | `14` |
| Initial Util | `0.185` |
| Initial antenna violation count | `0` |
| Final Hold Fails | `0` |
| Mean Syn Cell Area | `9.07 um2` |
| Finish-stage setup viols | `0` |
| Hold Path Depth | `1` |
| EDFF count, synth | `1` |
| # Max-Cap Violations | `0` |
| Critical path fanouts, max | `13` |
| Worst slew margin relative to its limit | `0.692` |
| Areal power density over the cells | `612 mW/mm2` |
| # Cells Yosys | `106` |
| Required time at the worst-slack endpoint | `4.96 ns` |
| Wire length of the first global-routing pass | `4030 um` |
| Number of antenna repair diodes | `0` |
| Die X | `94 um` |
| Port Buffers | `13` |
| Dominant logic cell type in the layout | `clkdlybuf4s50_1` |
| DR iter-0 viols | `80` |
| Detailed Place HPWL | `1930 um` |
| Post-synth top flop | `dfrtp_1` |
| TritonCTS clock tree | `built` |
| Run status | `finished clean` |
| Maximum frequency from static timing analysis | `415 MHz` |
| Sequential area share after synthesis | `0.344` |
| Worst setup path start | `reset` |
| Actual transition at the worst max-transition pin | `0.462 ns` |
| Overall via count from detail_route | `830` |
| # clock sinks | `13` |
| Layout cells sized above 1 | `0.0325` |
| Post-cts sizing count | `0` |
| Register-to-register path setup slack | `2.42 ns` |
| Insertion Delay late pin | `0.24 ns` |
| Antenna viol nets, final | `0` |
| Global router's overall resource usage | `0.0558` |
| Number of distinct library cells after synthesis | `29` |
| Number of vias per cell after detailed routing | `4.30` |
| Final weighted congestion in routability-driven placement | `0.847` |
| Number of H-tree branching levels | `1` |
## metal layers
| layer | up-vias | track usage | wire, um |
|---|---|---|---|
| met5 | - | 0 | 0 |
| met4 | 0 | 0.0101 | 42 |
| met3 | 2 | 0.0226 | 211 |
| met2 | 20 | 0.0806 | 1010 |
| met1 | 379 | 0.0770 | 1140 |
| li1 | 429 | - | - |
## through the flow
stage          area, um2  hold WS [ns]  instances  utilization  worst slack (ns)
2_1_floorplan        961         0.426        106            -              2.75
3_5_place_dp        1180         0.453        189        0.226              2.12
6_report            1220         0.450        193        0.235              2.39
4_1_cts             1220         0.451        193        0.235              2.35
5_1_grt             1220         0.493        193        0.235              2.21
3_3_place_gp        1180         0.445        189        0.226              2.16
## flip-flops by register name, indices dropped and copies added (netlist names)
name / count
jFSM.state: 1
jD.done: 1
jD.stop: 1
jD.out: 10
## report_power, final
part	internal, W	switching [W]
Sequential	0.000149	0.0000723
Combinational	0.000228	0.000206
Clock	0.0000584	0.0000361
## synthesized netlist by cell type (2+ instances only)
| master | count | share of area |
|---|---|---|
| a21oi_1 | 5 | 0.026 |
| nor3_1 | 2 | 0.010 |
| xor2_1 | 6 | 0.055 |
| nor2_1 | 4 | 0.016 |
| dfrtp_1 | 12 | 0.31 |
| nand2_1 | 7 | 0.027 |
| o21ai_0 | 12 | 0.063 |
| a211oi_1 | 5 | 0.039 |
| o211ai_1 | 2 | 0.016 |
| inv_1 | 8 | 0.031 |
| nor4_1 | 2 | 0.013 |
| ha_1 | 9 | 0.12 |
| xnor2_1 | 7 | 0.064 |
| nand3_1 | 2 | 0.010 |
| o21ai_1 | 2 | 0.010 |
| o22ai_1 | 8 | 0.052 |
## worst max-delay path, stage by stage
cell and delay (ns):
clkdlybuf4s50_1 0.40, inv_1 0.35, nand3_1 0.35, inv_1 0.24, o21ai_0 0.12, o22ai_1 0.15
## area by class of cell
cell class	instances	area [um2]
clock buffers	4	45.0
fillers	574	3980
inverters	9	33.8
multi-input cells	84	597
flip-flops and latches	13	330
well taps	70	87.6
repair buffers	13	130
## cell families after synthesis
kind of cell | count (synthesis) | share of synthesized area
AND/OR/NAND/NOR | 21 | 0.108
adder cells (fa/ha/maj) | 10 | 0.138
XOR/XNOR | 13 | 0.118
buffers and inverters | 9 | 0.0352
multiplexers | 1 | 0.0104
flip-flops | 13 | 0.344
AND-OR/OR-AND | 39 | 0.246
## worst min-delay path by stage
stage,from,endpoint
global route,jD.stop$_DFFE_PP0P_,jFSM.state$_DFF_PP0_
finish,jD.stop$_DFFE_PP0P_,jFSM.state$_DFF_PP0_
CTS,jD.stop$_DFFE_PP0P_,jFSM.state$_DFF_PP0_
Power and IR drop assume default switching activity.
