[flow/config.mk]
export PLATFORM = sky130hd
export DESIGN_NAME = slowClkHz
export DESIGN_NICKNAME = slowClkHz
export VERILOG_FILES = /design/flow/design.v
export SDC_FILE = /design/flow/constraint.sdc
export NUM_CORES = 4
export LEC_CHECK = 1
export CORE_AREA = 10 10 85 85
export DIE_AREA = 0 0 95 95
[flow/constraint.sdc]
current_design slowClkHz

set clk_period 3.1
set clk_io_pct 0.2

create_clock -name clk0 -period $clk_period [get_ports {clk}]

set non_clock_inputs [all_inputs -no_clocks]
set_input_delay [expr $clk_period * $clk_io_pct] -clock clk0 $non_clock_inputs
set_output_delay [expr $clk_period * $clk_io_pct] -clock clk0 [all_outputs]
[flow/design.v]
  module slowClkHz(input logic clk, reset,
				   output logic clk24Hzout);
    logic [23:0] cnt;  
	always_ff @ (posedge clk, posedge reset) begin
      if(reset) cnt <= 24'd0;  
      else cnt <= cnt + 24'd20;  
	end
	  assign clk24Hzout = cnt[23];  
  endmodule
[flow/run.sh]
#!/bin/bash
# OpenROAD 26Q1-2900-gdf79404cd8, Yosys 0.63+post, stock flow scripts
make -C /OpenROAD-flow-scripts/flow DESIGN_CONFIG=/design/flow/config.mk WORK_HOME=/design/flow/orfs finish
==> node_exporter_impl.prom <==
# HELP chip_impl_metric Physical implementation figures
# TYPE chip_impl_metric gauge
chip_impl_info{name="setup_repair_after_global_routing_missed_its_margin",value="no"} 1
chip_impl_metric{name="floorplan.die.height",unit="µm"} 95
chip_impl_metric{name="synth.ff_latch_count",unit=""} 22
chip_impl_metric{name="placeableCoreArea",unit="µm²"} 5470
chip_impl_metric{name="worst-slew-pin-transition",unit="ns"} 0.786
chip_impl_metric{name="groute.layer.met2.usage",unit="%"} 6.52
chip_impl_metric{name="postCtsHoldBufs",unit=""} 0
chip_impl_metric{name="synth.yosys.warnings",unit=""} 1
chip_impl_metric{name="yosys_cells",unit=""} 79
chip_impl_metric{name="min_period_over_period",unit="%"} 55.7
chip_impl_metric{name="path_max_fanout",unit=""} 2
chip_impl_metric{name="finalWorstSetupSlack",unit="ns"} 1.37
chip_impl_metric{name="vias_per_cell",unit=""} 3.61
chip_impl_metric{name="die_x",unit="µm"} 95
chip_impl_info{name="crit_type",value="reg2out"} 1
chip_impl_metric{name="n_fill_cell",unit=""} 599
chip_impl_metric{name="worst_r2r_path_cells",unit=""} 5
chip_impl_metric{name="clock_tree.buffer_depth",unit=""} 2
chip_impl_metric{name="routabilityCongestion",unit=""} 0.769
chip_impl_info{name="layout.cells.most_common",value="sky130_fd_sc_hd__dfrtp_1"} 1
chip_impl_metric{name="wire_length_of_the_first_global_routing_pass",unit="µm"} 2840
chip_impl_metric{name="post-route-min-period",unit="ns"} 1.73
chip_impl_metric{name="placed_cells",unit=""} 153
chip_impl_metric{name="clock_sink_count",unit=""} 22
chip_impl_metric{name="max_cap_violations",unit=""} 0
chip_impl_metric{name="drive_gt1_share",unit="%"} 14.1
chip_impl_metric{name="final_antenna_net_count",unit=""} 0
chip_impl_info{name="setup.worst_path.start_class",value="flop"} 1
chip_impl_info{name="end_kind",value="primary output"} 1
chip_impl_metric{name="place_worst_setup_slack",unit="ns"} 1.44
chip_impl_metric{name="synth.top_cell.area_share",unit="%"} 56.1
chip_impl_metric{name="globalRouteOverflowTotal",unit=""} 0
chip_impl_metric{name="drtPass1Iterations",unit=""} 2
chip_impl_metric{name="crit_path_dat",unit="ns"} 1.11
chip_impl_metric{name="largest_register_ff_count",unit=""} 22
chip_impl_metric{name="cts-buffers-inserted",unit=""} 3
chip_impl_info{name="clock-root-buffer",value="sky130_fd_sc_hd__clkbuf_8"} 1
chip_impl_metric{name="floorplan.io_pins",unit=""} 3
chip_impl_metric{name="dr.first_iter.drc_count",unit=""} 25
chip_impl_metric{name="clkSlewWorstSetupHoldPaths",unit="ns"} 0.08
chip_impl_metric{name="whs_path_depth",unit=""} 1
chip_impl_metric{name="synth_sequential_area_ratio",unit="%"} 56.1
chip_impl_info{name="global_route.peak_usage_layer",value="met2"} 1
chip_impl_metric{name="grt_max_degree",unit=""} 23
chip_impl_info{name="worstHoldStart",value="cnt[2]"} 1
chip_impl_metric{name="yosys_area",unit="µm²"} 981
chip_impl_metric{name="number_of_buffers_inserted_by_port_buffering",unit=""} 2
chip_impl_metric{name="layoutNonFillerInstCount",unit=""} 157
chip_impl_info{name="cell_breakdown_of_the_critical_path",value="clkdlybuf4s50_1"} 1
chip_impl_metric{name="antenna_violations_before_repair",unit=""} 0
chip_impl_metric{name="drc_errors",unit=""} 0
chip_impl_metric{name="avgSynthCellArea",unit="µm²"} 12.4
chip_impl_metric{name="cts_post_setup_buffers_inserted",unit=""} 0
chip_impl_metric{name="worst_path_largest_cell_delay",unit="ns"} 0.50
chip_impl_metric{name="grt_usage",unit="%"} 3.79
chip_impl_metric{name="worst_ep_required_time",unit="ns"} 2.48
chip_impl_info{name="regToRegEndpoint",value="cnt[14]"} 1
chip_impl_metric{name="drt-wirelength-per-cell",unit="µm"} 9.08
chip_impl_metric{name="area_growth",unit="%"} 18.5
chip_impl_metric{name="synth_cell_types",unit=""} 19
chip_impl_metric{name="timing.slew.headroom",unit="%"} 47.5
chip_impl_metric{name="fp.dieArea",unit="µm²"} 9030
chip_impl_metric{name="power_per_cell_area",unit="nW/µm²"} 474
chip_impl_info{name="min_to",value="cnt[2]"} 1
chip_impl_info{name="critical-path-slowest-cell",value="sky130_fd_sc_hd__clkdlybuf4s50_1"} 1
chip_impl_metric{name="timing.fmax",unit="GHz"} 0.579
chip_impl_info{name="top_area_cell",value="sky130_fd_sc_hd__dfrtp_1"} 1
chip_impl_metric{name="total_power",unit="µW"} 551
chip_impl_info{name="synth.top_cells.by_area",value="sky130_fd_sc_hd__dfrtp_1 (56%), sky130_fd_sc_hd__xnor2_1 (11%), sky130_fd_sc_hd__xor2_1 (7.1%)"} 1
chip_impl_info{name="cp_top_family",value="buffers and inverters"} 1
chip_impl_metric{name="postSynthCellCount",unit=""} 79
chip_impl_metric{name="gr-usage-met3",unit="%"} 1.28
chip_impl_metric{name="final.hold.worst_slack",unit="ns"} 0.461
chip_impl_metric{name="tns",unit="ns"} 0
chip_impl_metric{name="first_global_vias",unit=""} 642
chip_impl_metric{name="wirelength",unit="µm"} 1430
chip_impl_metric{name="resized_gates_after_cts",unit=""} 0
chip_impl_info{name="outcome",value="complete, no violations"} 1
chip_impl_info{name="r2r_start",value="cnt[2]"} 1
chip_impl_metric{name="insertion_delay",unit="ns"} 0.26
chip_impl_metric{name="report.final.setup_viol",unit=""} 0
chip_impl_metric{name="met1_usage",unit="%"} 4.67
chip_impl_metric{name="cp_num_buf_inv",unit=""} 1
chip_impl_metric{name="timing_max_transition_violations_final",unit=""} 0
chip_impl_info{name="min-delay-path-class",value="reg2reg"} 1
chip_impl_metric{name="ir_drop",unit="V"} 0.000320
chip_impl_info{name="cts_tree",value="yes"} 1
chip_impl_metric{name="hpwl",unit="µm"} 1060
chip_impl_metric{name="floorplan.core_util",unit="%"} 17.9
chip_impl_info{name="reg.largest.list",value="cnt x22"} 1
chip_impl_metric{name="ff2ff_setup_slack",unit="ns"} 1.56
chip_impl_metric{name="leakage",unit="µW"} 0.000506
chip_impl_metric{name="synth_area",unit="µm²"} 981
chip_impl_metric{name="num_rows",unit=""} 27
chip_impl_info{name="registers.top_by_ff_count",value="cnt"} 1
chip_impl_metric{name="cts-htree-levels",unit=""} 1
chip_impl_metric{name="warnings",unit=""} 25
chip_impl_info{name="final_layout_top_logic_cells",value="sky130_fd_sc_hd__dfrtp_1 (22), sky130_fd_sc_hd__xnor2_1 (12), sky130_fd_sc_hd__xor2_1 (8), sky130_fd_sc_hd__nand2_1 (7)"} 1
chip_impl_metric{name="finalClockSkew",unit="ns"} 0.00459
chip_impl_metric{name="finalHoldViolations",unit=""} 0
chip_impl_metric{name="detail_route.antenna_diodes",unit=""} 0
chip_impl_metric{name="vias",unit=""} 566
## synth_stat cells
| master | n |
|---|---|
| sky130_fd_sc_hd__and4_2 | 1 |
| sky130_fd_sc_hd__nor3_1 | 5 |
| sky130_fd_sc_hd__nand3_1 | 5 |
| sky130_fd_sc_hd__dfrtp_1 | 22 |
| sky130_fd_sc_hd__nand2_1 | 7 |
| sky130_fd_sc_hd__and4_1 | 1 |
| sky130_fd_sc_hd__or2_2 | 1 |
| sky130_fd_sc_hd__nand4_1 | 3 |
| sky130_fd_sc_hd__and4_4 | 2 |
| sky130_fd_sc_hd__nor4_4 | 1 |
| sky130_fd_sc_hd__nand4_4 | 1 |
| sky130_fd_sc_hd__nand3_4 | 1 |
| sky130_fd_sc_hd__nor3_2 | 1 |
| sky130_fd_sc_hd__ha_1 | 1 |
| sky130_fd_sc_hd__inv_1 | 4 |
| sky130_fd_sc_hd__nor2_1 | 2 |
| sky130_fd_sc_hd__xor2_1 | 8 |
| sky130_fd_sc_hd__a21o_1 | 1 |
| sky130_fd_sc_hd__xnor2_1 | 12 |
## worst max path at each step
| stage | startpoint | to | depth (start not counted) |
|---|---|---|---|
| final | cnt[23] | clk24Hzout | 1 |
| after CTS | cnt[23] | clk24Hzout | 1 |
| after global routing | cnt[23] | clk24Hzout | 1 |
## through the flow
step	instance area, µm²	util, %
2_1_floorplan	981	-
3_3_place_gp	1090	19.9
3_5_place_dp	1090	19.9
4_1_cts	1160	21.2
5_1_grt	1160	21.2
6_report	1160	21.2
## final cells by class
type	count	area, µm²	share of cell area, %
Clock inverter	1	30.0	2.58
Timing Repair Buffer	2	20.0	1.72
Multi-Input combinational cell	53	415	35.7
Inverter	4	15.0	1.29
Tap cell	72	90.1	7.75
Sequential cell	22	551	47.4
Clock buffer	3	41.3	3.55
## power by group
| group | leakage, µW | switching (µW) | internal [µW] |
|---|---|---|---|
| combinational | 0.000182 | 5.25 | 1.18 |
| sequential | 0.000288 | 0 | 287 |
| clock | 0.0000357 | 85.5 | 172 |
## routing by layer
metal | vias up | routed length, µm | share of wire [%]
li1 | 283 | - | -
met1 | 276 | 732 | 51
met2 | 5 | 635 | 45
met3 | 2 | 49 | 3.4
met4 | 0 | 9 | 0.63
met5 | - | 0 | 0
## logic make-up after synthesis
logic type	after synthesis	share of synthesized area [%]
adder cells (fa/ha/maj)	1	1.28
AND/OR/NAND/NOR	31	22.4
AND-OR/OR-AND	1	0.766
buffers and inverters	4	1.53
XOR/XNOR	20	17.9
flip-flops	22	56.1
Power is estimated from default activity; no workload was simulated.
